## flow/design.v

```verilog
module ledctrl
    (input clk, arstn,
     output [1:0] green,
     output [1:0] blue);
  reg [23:0] cyclecnt;
  reg [7:0] sagtannur;
  reg [7:0] lysnad;
  reg tick;
  always @(posedge clk,negedge arstn) begin
    if(arstn == 1'b0) begin
       cyclecnt <= 24'd0;
       tick <= 1'b0;
    end else begin
       tick <= 1'b0;
       cyclecnt <= cyclecnt + 1;
       if (cyclecnt == 250) begin
           tick <= 1'b1;
           cyclecnt <= 24'd0;
       end 
    end
  end
  always @(posedge clk,negedge arstn) begin
    if(arstn == 1'b0) begin
       sagtannur <= 8'd0;
       lysnad <= 8'd0;
    end else begin
       if(tick) sagtannur <= sagtannur + 1;
       if (sagtannur == 8'd0 && tick) lysnad <= lysnad + 1;
    end
  end
  assign green[0] = lysnad > sagtannur;
  assign blue[0] = lysnad > sagtannur;
  assign green[1] = lysnad < sagtannur;
  assign blue[1] = lysnad < sagtannur;
endmodule  
```

## flow/run.sh

```bash
#!/bin/bash
# OpenROAD 26Q1-2900-gdf79404cd8, Yosys 0.63+post, stock flow scripts
make -C /OpenROAD-flow-scripts/flow DESIGN_CONFIG=/design/flow/config.mk WORK_HOME=/design/flow/orfs finish
```

## flow/constraint.sdc

```tcl
current_design ledctrl

set clk_period 3.7
set clk_io_pct 0.2

create_clock -name clk0 -period $clk_period [get_ports {clk}]

set non_clock_inputs [all_inputs -no_clocks]
set_input_delay [expr $clk_period * $clk_io_pct] -clock clk0 $non_clock_inputs
set_output_delay [expr $clk_period * $clk_io_pct] -clock clk0 [all_outputs]
```

## flow/config.mk

```make
export PLATFORM = sky130hd
export DESIGN_NAME = ledctrl
export DESIGN_NICKNAME = ledctrl
export VERILOG_FILES = /design/flow/design.v
export SDC_FILE = /design/flow/constraint.sdc
export NUM_CORES = 4
export LEC_CHECK = 1
export CORE_UTILIZATION = 30
```

==> impl_metrics.ini <==
; physical design summary
[global_route]
grt_pass1_vias = 1361
grt_max_degree = 42
grt_overflow = 0
grt_pass1_wl_um = 6290
antenna_found_initial = 0
grt.total_usage = 0.104

[timing]
fin_crit_sh = 0.783
slew_viol_final = 0
slew_headroom = 0.657
hold_viol = 0
min_period_ns = 2.90
fin_ws_ns = 0.804
max_freq_mhz = 345
fin_tns_setup_ns = 0
rsz0062_at_grt = no
finalSetupViolCount = 0
clock_skew_ns = 0.00586
worst_pin_slew_ns = 0.515

[power]
comb_power_share = 0.011
p_per_area_nw_per_um2 = 333
p_total_uw = 827
power.switching_uw = 159
pwr-share-seq = 0.541
swShare = 0.193
p_int_uw = 668
clockPowerShare = 0.447
vdd_ir_drop_max_v = 0.000172
leakagePower_uw = 0.00112

[synthesis]
aoi_share = 0.0242
logic_family = simple AND/OR/NAND/NOR gates
netlist_instances = 197
avgSynthCellArea_um2 = 11.3
synthMuxAreaShare = 0.00507
top_cells_by_area = dfrtp_1 46%, ha_1 7.3%, xnor2_1 7.1%
ys_ff = 41
yosysWarnings = 1
ys_seq_frac = 0.462
yosys_cells = 197
synth_top_area_share = 0.462
simple_gate_area_frac = 0.260
largest_area_cell = dfrtp_1
ys_types = 40
fa_ha_area_frac = 0.0733
ys_area_um2 = 2220
synth_area_um2 = 2220
ys_sh_xor = 0.138

[worst_setup_path]
cp.arrival_ns = 2.16
cp_max_fo = 3
startpoint = sagtannur[1]
rr_endpoint = cyclecnt[6]
start_kind = flop
cp_num_buf_inv = 2
r2r_slack_ns = 2.05
max_stage_delay_ns = 0.41
critPathTopFamily = AND-OR/OR-AND gates
critical_path.reg2reg.startpoint = cyclecnt[0]
worst_ep_required_time_ns = 2.96
cp-end-kind = primary output
setup.worst_path.end = green[0]
crit_slowest_cell = clkdlybuf4s50_1
path_cells = inv_1 > ha_1 > nor2b_1 > o211ai_1 > a21oi_1 > o32a_1 > clkdlybuf4s50_1
path_depth = 7
path_class = flop to primary output
rr_worst_depth = 6

[cts]
insertion_delay_ns = 0.29
cts_resized = 0
path_clk_slew_ns = 0.08
numCtsBuffers = 5
cts_sinks = 41
cts_max_level = 2
cts_hold_buf = 0
cts_tree = yes
postCtsSetupBuffers = 0
cts.path.max_buffers = 2
cts-root-buf = clkbuf_8

[routing]
drtIter0Drc = 60
vias = 1380
first_pass_iters = 5
drc = 0
finalWirelength_um = 3520
via_per_inst = 4.54
n_antenna_cell = 0
ant_nets = 0
wire_per_inst_um = 11.6

[die]
io_pins = 6
die_h_um = 88.0
die_area_um2 = 7750
rows = 30
die_x_um = 88.0
core_um2 = 6980
fp_util = 0.318

[finish]
flop_area_um2 = 1030
layout-drive-gt1-share = 0.144
final_core_util = 0.356
area_growth_pct = 12.0
fill_cells = 702
logic_area_um2 = 1110

[placement]
dp_slack_ns = 1.14
placement.io_buffers = 5
dp_hpwl_um = 2400
gp_congestion = 0.807

[hold_path]
hp-class = flop to flop

[flow_run]
tool_warnings = 27
drv_cap = 0

[run_status]
run_status = complete, no violations
-- worst min path at each step --
stage                        start      endpoint  slack, ns  depth (start not counted)
final                 cyclecnt[23]  cyclecnt[23]       0.47                          1
after global routing     lysnad[7]     lysnad[7]       0.49                          1
after CTS             cyclecnt[23]  cyclecnt[23]       0.48                          1
-- state kept, by name, indices dropped and copies added, names as in the netlist --
register	flops
cyclecnt	24
lysnad	8
sagtannur	8
tick	1
-- routing by layer --
layer	track usage	vias to the layer above	share of wire
met4	0.0132	0	0.0082
met1	0.158	662	0.51
li1	-	702	-
met5	0	-	0
met3	0.0210	4	0.029
met2	0.162	12	0.45
-- placed cells by master, fill, tap and decap left out, types with 2 or more instances in the layout --
cell type / n
nor4_2: 3
a21oi_1: 3
clkbuf_8: 6
nor4_4: 2
nor3_1: 3
dfrtp_1: 41
nor4b_2: 2
ha_1: 13
nor4_1: 4
nand3_4: 2
and3_1: 6
nor3_2: 3
nand4_1: 6
xnor2_1: 18
nand3_1: 9
inv_1: 14
nor2_1: 14
nand2_1: 14
xor2_1: 17
clkdlybuf4s50_1: 4
-- cell type report --
cell class                      instances  share of cell area
Multi-Input combinational cell        138               0.447
Sequential cell                        41               0.413
Tap cell                               96              0.0483
Clock buffer                            6              0.0332
Inverter                               15              0.0226
Timing Repair Buffer                    6              0.0211
Clock inverter                          2              0.0151
-- stage by stage --
stage	hold slack, ns	cell area, um2	std cells
floorplan	0.443	2220	197
global placement	0.463	2370	296
detailed placement	0.467	2370	296
CTS	0.477	2490	304
global route	0.494	2490	304
finish	0.475	2490	304
-- logic make-up (layout without fill, tap and decap cells) --
logic type               after synthesis  count (layout)
AND-OR/OR-AND                          8               8
XOR/XNOR                              35              35
adder cells (fa/ha/maj)               13              13
buffers and inverters                 18              29
flip-flops                            41              41
multiplexers                           1               1
AND/OR/NAND/NOR                       81              81
-- Yosys cell counts, drive strengths merged --
master  instances
ha             13
nor3b           1
o221ai          1
a21oi           3
nor4b           3
nand2          15
xnor2          18
nand4           7
and4            2
nor4bb          1
nor4            9
nor3            6
nand3          12
o21ai           1
o32a            1
xor2           17
and3            7
nor2b           1
a21boi          1
nand2b          1
dfrtp          41
buf             3
o211ai          1
nor2           15
or4             1
inv            15
mux2            1
-- power groups by stage --
stage	combinational (uW)	sequential (uW)	clock, uW
final	9.48	448	370
after global routing	11.8	448	409
after CTS	10.6	448	385
No activity file was given, so power comes from the tool's default toggle rates.
