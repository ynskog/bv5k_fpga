$ cat ./design.v
module adc_if
    #(parameter MCLK_DIV=36)
    (input clk, arstn,
    output logic mclk, scka,sckb, sdi, sync,
    input logic drl,busy,sdoa,sdob,
    input logic [15:0] downsampling,  
    input logic enable,
    output logic mbusy,
    input logic [9:0] ctrlword,
    input logic ldctrl,  
    output logic [31:0] douta,
    output logic [31:0] doutb,
    output logic valida, validb);
    logic [4:0] bitcnt_rg;
    logic [11:0] ctrlword_rg;
    logic [5:0] sampleCnt;
    logic [15:0] readoutCnt;
    logic sampleTrigger;
    logic cfgTrigger;
    logic readoutTrigger;
    typedef enum {idle_s, sample_s, convert_s, program_s, busy_s, 
          rdlow_s, rdhigh_s, prglow_s, prghigh_s, done_s, wait_prog_s } states_t;
    states_t state_rg;
    always_ff @(posedge clk,negedge arstn) begin
        if(arstn == 1'b0) begin
            mclk <= 1'b0;
        end else begin
            mclk <= 1'b0;
            if((enable && sampleTrigger) || cfgTrigger) begin
                mclk <= 1'b1;
            end
        end
    end
    always_ff @(posedge clk,negedge arstn) begin
        if(arstn == 1'b0) begin
            sampleCnt     <= 6'd0;
            sampleTrigger <= 1'b0;
        end else begin
            sampleTrigger <= 1'b0;
            if (sampleCnt  == MCLK_DIV-1) begin
                sampleTrigger <= 1'b1;
                sampleCnt     <= 6'd0;
            end else begin
                sampleCnt     <= sampleCnt + 1;
            end
        end
    end
    always_ff @(posedge clk,negedge arstn) begin
        if(arstn == 1'b0) begin
            readoutCnt     <= 16'd0;
            readoutTrigger <= 1'b0;
        end else begin
            readoutTrigger <= 1'b0;
            if(sampleTrigger && enable) begin
                if(readoutCnt == downsampling-1) begin
                    readoutTrigger <= 1'b1;
                    readoutCnt     <= 16'd0;
                end else begin
                    readoutCnt <= readoutCnt + 1;
                end
            end
        end
    end
    always_ff @(posedge clk,negedge arstn) begin
        if(arstn == 1'b0) begin
            bitcnt_rg   <= 6'b0;
            state_rg    <= idle_s;
            sdi         <= 1'b0;
            scka        <= 1'b0;
            sckb        <= 1'b0;
            doutb       <= 32'b0;
            douta       <= 32'b0;
            valida      <= 1'b0;
            validb      <= 1'b0;
            ctrlword_rg <= 10'b0;
            sync        <= 1'b0;
            cfgTrigger  <= 1'b0;
        end else begin
            valida <= 1'b0;
            validb <= 1'b0;
            sync   <= 1'b0;
            cfgTrigger <= 1'b0;
            case(state_rg) 
                idle_s : begin
                    bitcnt_rg <= 6'b0;
                    if(ldctrl) begin
                        bitcnt_rg <= 6'd12;
                        ctrlword_rg <= {2'b10,ctrlword};
                        state_rg <= wait_prog_s;
                        cfgTrigger <= 1'b1;  
                    end else if(enable && sampleTrigger) begin
                        state_rg <= convert_s;
                    end
                end
                wait_prog_s: begin
                    if(busy) state_rg <= program_s;
                end
                program_s : begin
                    if(~busy) begin
                        sdi <= ctrlword_rg[bitcnt_rg-1];
                        bitcnt_rg <= bitcnt_rg - 1;
                        state_rg <= prghigh_s;
                    end
                end
                prghigh_s: begin
                    scka     <= 1'b1;
                    state_rg <= prglow_s;
                end
                prglow_s: begin
                    scka     <= 1'b0;
                    if (bitcnt_rg == 6'd0) begin
                        state_rg  <= idle_s;
                    end else begin
                        state_rg  <= prghigh_s;
                        sdi       <= ctrlword_rg[bitcnt_rg-1];
                        bitcnt_rg <= bitcnt_rg - 1;
                    end
                end
                convert_s: begin
                   if(readoutTrigger) begin
                    bitcnt_rg <= 6'd32;
                    state_rg <= busy_s;
                   end else begin
                     state_rg <= idle_s;
                   end
               end
               busy_s: begin
                if(~drl) begin
                    state_rg <= rdhigh_s;
                    sync <= 1'b1;
                end
               end
               rdhigh_s: begin
                scka <= 1'b1;
                douta[bitcnt_rg-1] <= sdoa;
                bitcnt_rg <= bitcnt_rg - 1;
                state_rg <= rdlow_s;
               end
               rdlow_s: begin
                scka <= 1'b0;
                if(bitcnt_rg == 32'd0) begin
                    valida <= 1'b1;
                    state_rg <= idle_s;
                end else begin
                    state_rg <= rdhigh_s;
                end
               end
            endcase  
        end
    end
endmodule
$ cat ./run.sh
#!/bin/bash
# OpenROAD 26Q1-2900-gdf79404cd8, Yosys 0.63+post, stock flow scripts
make -C /OpenROAD-flow-scripts/flow DESIGN_CONFIG=/design/flow/config.mk WORK_HOME=/design/flow/orfs finish
$ cat ./config.mk
export PLATFORM = sky130hd
export DESIGN_NAME = adc_if
export DESIGN_NICKNAME = adc_if
export VERILOG_FILES = /design/flow/design.v
export SDC_FILE = /design/flow/constraint.sdc
export NUM_CORES = 4
export LEC_CHECK = 1
export CORE_UTILIZATION = 40
$ cat ./constraint.sdc
current_design adc_if

set clk_period 3.9
set clk_io_pct 0.2

create_clock -name clk0 -period $clk_period [get_ports {clk}]

set non_clock_inputs [all_inputs -no_clocks]
set_input_delay [expr $clk_period * $clk_io_pct] -clock clk0 $non_clock_inputs
set_output_delay [expr $clk_period * $clk_io_pct] -clock clk0 [all_outputs]
==> run notes <==
fresh numbers from the pnr run: Setup Crit Path Kind=flip-flop to flip-flop, P&R area growth vs syn=20.4%, Startpoint Class=flip-flop, Cells after Synth=542, post-synthesis cell type count=68, Log Warnings=29, Routed WL=10.9 mm, status=finished, final reports clean, Max Root-Sink Buffers=2, Sequential Power Share=35.2%, Rows=42, Pleak=2.73 nW, worst rel slew slack=32.1%, Iteration-0 DRC Markers=187, Hold Crit Class=flip-flop to flip-flop, Comb pwr share=36.3%, CTS tree=yes, WHS Path Cells=0, Worst Hold Launch=state_rg[1]$_DFF_PN0_, H-tree levels=3, VDD IR max=296 µV, ys async rst share=100%, ANT cells=0, post-CTS setup buffer count=0, Largest type area fraction=40.0%, Global Route Usage Sum=16.8%, DR WL/cell=13.7 µm, Synth area leader=dfrtp_1, r2r endpoint=douta[22]$_DFFE_PN0P_, Hold WS=0.372 ns, Post-synth seq share=40.4%, post-DP HPWL=7.90 mm, Worst R2R Path Depth=16, Sw Ratio=33.7%, Post-CTS Hold Buffers=0, switching pwr=1.06 mW, CP required=4.13 ns, RSZ-0062 raised after global routing=false, Clk pwr share=28.5%, R2R Setup Slk=0.40 ns, clk ins delay skew pair=0.34 ns, Die H=118 µm, count of final setup violators=0, Die Span X=118 µm, first-pass GRT wire length=18.7 mm, clock edge transition at the registers on the reported setup and hold paths=0.06 ns, internal power=2.08 mW, vias in the first global route=3845, antenna-violating nets left=0, Worst Path Max Fanout=8, largest net degree at the start of global routing=50, Syn Area/Cell=9.94 µm², Synth warnings=2, core area=0.0132 mm², #FFs+latches synth=87, setup TNS=0 ns, CP Capture Type=flip-flop, DR vias=4048, Vias per Instance=5.10, initial antenna violation count=0, Routability Congestion=0.886, fin worst setup slack=0.405 ns, CTS resizes=0, ys cells=542, post-synthesis cell area=0.00539 mm², cell area power density=484 mW/mm², CTS buffer count=9, final hold vios=0, period utilisation layout=89.6%, Reg-to-Reg Start=bitcnt_rg[1]$_DFFE_PN0P_, residual DRC count=0, total gr overflow=0, DRT Pass-1 Iters=4, EDFF count, synth=0, max-cap violations=0, Slew Limit Fails=0, skew final=0.00573 ns, CTS Sinks=87, Tmin final=3.50 ns, Setup WS pre-CTS=0.184 ns, Arr. time, crit path=3.72 ns, fp util=40.8%, share of layout cells above drive strength 1=14.1%, # IOs=106, Synth Flop Type=dfrtp_1, die footprint=0.0139 mm², Fmax=286 MHz, Worst Tran Pin Value=1.01 ns, Cell area leaders=dfrtp_1, mux2_2, buf_4, xnor2_1, ha_1, PortBufs=69, Yosys Chip Area=0.00539 mm², hold endpoint=state_rg[8]$_DFF_PN0_, root buffer cell=clkbuf_16
[registers in the layout, summed over array words and instances (netlist names), 5 cells and up]
name         flops
sampleCnt        6
bitcnt_rg        5
readoutCnt      16
ctrlword_rg     11
state_rg         9
douta           32
[cell families (layout without fill, tap and decap cells)]
family / Yosys count / count (layout) / synth area share [%]
buffers and inverters: 76 / 118 / 8.29
AND/OR/NAND/NOR: 202 / 202 / 20.7
adder cells (fa/ha/maj): 15 / 15 / 3.48
XOR/XNOR: 41 / 41 / 6.67
other: 1 / 35 / 0.0696
flip-flops: 87 / 87 / 40.4
multiplexers: 51 / 51 / 11.0
AND-OR/OR-AND: 69 / 69 / 9.41
[metrics by stage]
step / cell area, µm² / instances / utilization, % / power [mW]
3_3_place_gp: 6160 / 778 / 46.7 / 2.21
5_1_grt: 6480 / 794 / 49.2 / 3.36
3_5_place_dp: 6160 / 778 / 46.7 / 2.24
6_report: 6480 / 794 / 49.2 / 3.14
2_1_floorplan: 5510 / 576 / - / 1.95
4_1_cts: 6460 / 794 / 49.0 / 3.15
[final cells by class]
class | count | area, µm²
Clock buffer | 12 | 236
Clock inverter | 4 | 70.1
Fill cell | 1196 | 6710
Inverter | 18 | 67.6
Multi-Input combinational cell | 413 | 2910
Sequential cell | 87 | 2180
Tap cell | 176 | 220
Timing Repair Buffer | 84 | 801
[synth_stat cells, types with 13 or more instances]
| library cell | count |
|---|---|
| clkbuf_1 | 14 |
| mux2_1 | 14 |
| mux2_2 | 30 |
| a21oi_1 | 13 |
| xor2_1 | 17 |
| xnor2_1 | 24 |
| ha_1 | 15 |
| nand2_1 | 31 |
| o21ai_0 | 16 |
| nor2_1 | 32 |
| nor3_1 | 29 |
| inv_1 | 18 |
| buf_4 | 36 |
| nand3_1 | 33 |
| dfrtp_1 | 86 |
[how the worst max path moves through the flow]
stage,to,from,depth (start not counted)
4_1_cts,douta[24]$_DFFE_PN0P_,bitcnt_rg[1]$_DFFE_PN0P_,15
5_1_grt,douta[22]$_DFFE_PN0P_,bitcnt_rg[1]$_DFFE_PN0P_,16
6_report,douta[22]$_DFFE_PN0P_,bitcnt_rg[1]$_DFFE_PN0P_,16
[critical path: stages, from the launching register on]
cell,delay [ns]
dfrtp_1,0.42
inv_1,0.16
ha_4,0.20
inv_1,0.10
o21ai_0,0.14
o21ai_0,0.14
nor2_1,0.15
and2_1,0.21
inv_1,0.07
ha_1,0.28
nor4_1,0.28
nand4_1,0.18
a21boi_2,0.21
buf_4,0.16
nand3_1,0.10
nor3_1,0.22
mux2_1,0.34
[layer usage]
metal	global-route usage [%]	vias up	share of wire [%]
met3	2.87	18	4.4
met5	0	-	0
li1	-	1997	-
met2	24.9	91	44
met1	27.0	1942	50
met4	2.80	0	1.9
[power by group through the flow]
stage	combinational (mW)	clock, mW	sequential, mW
4_1_cts	1.12	0.920	1.10
5_1_grt	1.29	0.951	1.12
6_report	1.14	0.893	1.10
[placed cells by master, fill, tap and decap left out, types with 3 or more instances in the layout]
cell / count
a21o_1: 3
and2_1: 10
or3_1: 3
xnor2_1: 24
a21oi_2: 10
nor4_1: 6
nand4_1: 9
ha_1: 14
nand3b_1: 3
nor2b_1: 6
nand2b_1: 7
a21oi_1: 13
clkbuf_1: 3
nand2_1: 31
clkdlybuf4s50_1: 68
nor3_1: 29
xor2_1: 17
buf_4: 16
conb_1: 35
inv_1: 18
o21ai_0: 16
and3_1: 10
mux2_2: 30
dfrtp_1: 86
o31a_1: 3
mux2_1: 14
nor3b_1: 3
o211ai_1: 3
clkbuf_16: 9
mux2i_1: 5
nand3_1: 33
nor2_1: 32
No activity file was given, so power comes from the tool's default toggle rates.
