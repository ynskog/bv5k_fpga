--- /design/flow/run.sh ---
#!/bin/bash
# OpenROAD 26Q1-2900-gdf79404cd8, Yosys 0.63+post, stock flow scripts
make -C /OpenROAD-flow-scripts/flow DESIGN_CONFIG=/design/flow/config.mk WORK_HOME=/design/flow/orfs finish
--- /design/flow/config.mk ---
export PLATFORM = sky130hd
export DESIGN_NAME = VCO_ctrl
export DESIGN_NICKNAME = VCO_ctrl
export VERILOG_FILES = /design/flow/design.v
export SDC_FILE = /design/flow/constraint.sdc
export NUM_CORES = 4
export LEC_CHECK = 1
export CORE_UTILIZATION = 40
--- /design/flow/constraint.sdc ---
current_design VCO_ctrl

set clk_period 2.9
set clk_io_pct 0.2

create_clock -name clk0 -period $clk_period [get_ports {clk}]

set non_clock_inputs [all_inputs -no_clocks]
set_input_delay [expr $clk_period * $clk_io_pct] -clock clk0 $non_clock_inputs
set_output_delay [expr $clk_period * $clk_io_pct] -clock clk0 [all_outputs]
--- /design/flow/design.v ---
module VCO_ctrl 
  #(parameter TICK_DELAY = 1,
    parameter DATA_WIDTH = 12,
    parameter P1_MAX = 1024,  
    parameter P2_MAX = 2024,  
    parameter P1_STEP_UP = 2, 
    parameter P1_STEP_DOWN = 2, 
    parameter P2_STEP_UP = 2,
    parameter P2_STEP_DOWN = 2) 
  (input logic clk, arstn,
   input logic enable,
   output logic mosi,
   output logic sck, 
   output logic csn,
   output logic clrn);
   logic [15:0] tickcnt;
   logic vco_load;
   logic [DATA_WIDTH-1:0] vco_volt;
   logic tick;
   typedef enum {idle_s, p1_rise_s, p1_fall_s,p2_rise_s,p2_fall_s} states_t;
   states_t state_rg;
   spiMasterWrite #(.DATA_WIDTH(16)) u_AgcCtrl (
      .clk(clk), 
      .arstn(arstn),
      .wdat({vco_volt,4'b0000}),
      .load(vco_load),
      .sck(sck),
      .mosi(mosi),
      .csn(csn));
   always_ff @(posedge clk,negedge arstn) begin
     if(arstn == 1'b0) begin
       tickcnt <= 0;
       tick <= '0;
     end else begin
       tick <= '0;
       if (tickcnt == TICK_DELAY) begin
         tickcnt <= 0;
         tick <= '1;
       end else begin
         tickcnt <= tickcnt + 1;
       end
     end
   end
   always_ff @(posedge clk,negedge arstn) begin
     if(arstn == 1'b0) begin
       vco_load <= '0;
       vco_volt <= 0;
       state_rg <= idle_s;
       clrn <= '0;
     end else begin 
       vco_load <= '0;
       clrn <= '1;
       case(state_rg)
        idle_s: begin
          clrn <= '0;
          if(enable) state_rg <= p1_rise_s;
          vco_volt <= 0;
          vco_load <= '1;
        end 
        p1_rise_s: begin
          if(tick) begin
            vco_volt <= vco_volt + P1_STEP_UP;
            if(vco_volt + P1_STEP_UP >= P1_MAX) begin
              state_rg <= p1_fall_s;
            end
            vco_load <= '1;
          end
        end
        p1_fall_s: begin
          if(tick) begin
            if(vco_volt <= P1_STEP_DOWN) begin
              vco_volt <= 0;
              state_rg <= p2_rise_s;
            end else begin
              vco_volt <= vco_volt - P1_STEP_DOWN;
            end  
            vco_load <= '1;
          end
        end
        p2_rise_s: begin
          if(tick) begin
            vco_volt <= vco_volt + P2_STEP_UP;
            if(vco_volt + P2_STEP_UP >= P2_MAX) begin
              state_rg <= p2_fall_s;
            end
            vco_load <= '1;
          end
        end 
        p2_fall_s: begin
          if(tick) begin
            if(vco_volt <= P2_STEP_DOWN) begin
              vco_volt <= 0;
              state_rg <= enable ? p1_rise_s : idle_s;
            end else begin
              vco_volt <= vco_volt - P2_STEP_DOWN;
            end  
            vco_load <= '1;
          end
        end 
      endcase  
    end
  end
endmodule
module spiMasterWrite
    #(parameter DATA_WIDTH=16,
      parameter CSNPOL = 1'b0,
      parameter DPOL = 1'b1,
      parameter CPOL = 1'b1)
    (input clk, arstn,
     input [DATA_WIDTH-1:0] wdat,
     input load,
     output reg busy,
     output reg sck, mosi, csn); 
    reg [4:0] bitcnt_rg;
    reg [DATA_WIDTH-1:0] wdat_rg;
    reg busy_reg;
    reg [2:0] state_rg;
    parameter idle_s=0, start_s=1, high_s=2, low_s=3, done_s=4;
    always @(posedge clk,negedge arstn) begin
        if(arstn == 1'b0) begin
            bitcnt_rg <= 5'b0;
            state_rg <= idle_s;
            csn  <= ~CSNPOL;
            mosi <= ~DPOL;
            sck  <= ~CPOL;
        end else begin
            case(state_rg)
                idle_s: begin
                    csn <= ~CSNPOL;
                    if(load) begin
                        state_rg <= start_s;
                        wdat_rg  <= wdat;
                        csn <= CSNPOL;
                        bitcnt_rg <= 5'b0;
                    end
                end
                start_s: begin
                    mosi <= wdat_rg[DATA_WIDTH-1];
                    state_rg <= high_s;
                end
                high_s: begin
                    sck <= CPOL;
                    state_rg <= low_s;
                    wdat_rg <= {wdat_rg[DATA_WIDTH-2:0], 1'b0};
                    bitcnt_rg <= bitcnt_rg + 1;
                end
                low_s: begin
                    sck <= ~CPOL;
                    mosi <= wdat_rg[DATA_WIDTH-1];
                    if (bitcnt_rg == DATA_WIDTH) begin
                        state_rg <= done_s;
                    end else begin
                        state_rg <= high_s;
                    end
                end
                done_s: state_rg <= idle_s;  
            endcase  
        end
    end
endmodule
==> run_results.csv <==
group,metric,value,unit
synthesis,yosys_warnings,2,
detailed_routing,num_vias,2313,
global_route,grt_pass1_vias,2178,
worst_setup_path,criticalPathCategory,"reg -> reg",
pwr,power_switching,613,uW
min_path,worstHoldPathType,"in -> async",
synthesis,synth.yosys.num_cells,315,
sta,max-slew-margin-rel,0.504,
pwr,p_comb_frac,0.174,
clock_network,clock-sinks,59,
synthesis,synth_cell_types,59,
worst_setup_path,critPathMaxFanout,10,
clock_network,clkTransAtPathRegs,70,ps
placed_design,gp_congestion,0.951,
floorplanning,fp.dieH,90.5,um
detailed_routing,post_drt_wl_per_cell,14.5,um
detailed_routing,drcViolationCount,0,
sta,finalClockSkew,8.12,ps
clock_network,htree_levels,3,
sta,setup_violations,0,
sta,slew_viol_final,0,
global_route,antenna_found_initial,0,
clock_network,cts_buffer_depth,2,
sta,max_freq,0.444,GHz
clock_network,cts_resized,0,
worst_setup_path,crit_arrival,2530,ps
worst_setup_path,worst-r2r-cell-count,7,
placed_design,port_buffers,6,
detailed_routing,dr.pass1.iters,4,
global_route,overflow,0,
worst_setup_path,cp.required,3180,ps
detailed_routing,drt-total-wl,6190,um
floorplanning,die_area,8200,um^2
sta,tns,0,ps
floorplanning,fp_util,0.423,
synthesis,synth_seq_share,0.490,
detailed_routing,drtIter0Drc,109,
finish,fin_cells,426,
synthesis,ys_async_sr_fraction,0.814,
clock_network,cts_hold_repair.buffers,0,
synthesis,edf_count,11,
worst_setup_path,reg2reg_slack,650,ps
finish,n_fill_cell,694,
global_route,grt_use_total,0.167,
clock_network,worstSkewPairLatency,340,ps
detailed_routing,vias_per_cell,5.43,
floorplanning,fp.coreArea,7410,um^2
pwr,internal_power,1300,uW
floorplanning,die_w,90.5,um
pwr,power_density,557,nW/um^2
worst_setup_path,cp-start-kind,"flop",
finish,drive_gt1_frac,0.138,
flow_run,tool_warnings,29,
clock_network,cts_tree,"yes",
pwr,clkPwrFrac,0.330,
sta,post-route-min-period,2250,ps
sta,finalHoldViolCount,0,
clock_network,numCtsBuffers,9,
global_route,grt_max_degree,49,
synthesis,yosys_register_bits,59,
synthesis,synthCells,315,
synthesis,avgSynthCellArea,9.95,um^2
detailed_routing,ant_nets,0,
pwr,seqPwrFrac,0.496,
finish,logic_area,1470,um^2
floorplanning,ios,7,
pwr,power.leakage,0.00143,uW
detailed_routing,diodes,0,
placed_design,place_hpwl,4090,um
synthesis,netlist_area,3140,um^2
global_route,grt_pass1_wl,10700,um
finish,seq_area,1540,um^2
worst_setup_path,end_kind,"flop",
clock_network,postCtsSetupBuffers,0,
worst_setup_path,endpoint,"state_rg[4]",
sta,finalClockPeriodUsage,0.776,
synthesis,ys_area,3140,um^2
placed_design,placed_cell_area,3270,um^2
worst_setup_path,crit_start,"vco_volt[1]",
pwr,netSwitchingFraction,0.321,
finish,final_area,3430,um^2
worst_setup_path,r2r_start,"vco_volt[1]",
placed_design,dp.cells,410,
worst_setup_path,r2r-end,"state_rg[4]",
flow_run,cap_violations,0,
clock_network,ctsRootBufferMaster,"clkbuf_8",
finish,area_growth_syn_to_layout,9.50,%
sta,tightest_slew,736,ps
floorplanning,rows,31,
status,status,"finished clean",
sta,rsz0062_at_grt,"false",
pwr,irDropWorstVdd,0.000263,V
synthesis,synthFlopType,"dfrtp_1",
==> power by group through the flow <==
stage / registers, uW / clock network [uW] / logic [uW]
final: 948 / 631 / 332
after global routing: 955 / 690 / 371
after CTS: 946 / 653 / 329
==> worst min-delay path by stage <==
stage | endpoint | slack, ps | cells after the start | start
finish | state_rg[1] | 400 | 2 | arstn
global route | u_AgcCtrl.state_rg[0] | 460 | 1 | u_AgcCtrl.state_rg[1]
CTS | u_AgcCtrl.state_rg[0] | 440 | 1 | u_AgcCtrl.state_rg[1]
==> critical path: stages, from the launching register on <==
cell and delay [ps]:
dfrtp_1 510, ha_1 390, and3_1 240, nand4_1 180, nor2_1 200, mux2_2 350
o21ai_1 170, a22o_1 140
==> registers in the layout (all words and copies together) (netlist names), 5 cells and up <==
name and cells:
u_AgcCtrl.wdat_rg 11, vco_volt 11, state_rg 5, tickcnt 16, u_AgcCtrl.state_rg 5, u_AgcCtrl.bitcnt_rg 5
==> Yosys cell counts, types with 5 or more instances <==
library cell   n  share of area
a21oi_1       10          0.016
a22o_1         5          0.014
and3_1         6          0.012
buf_2          7          0.011
clkbuf_1       5         0.0060
dfrtp_1       45           0.36
edfxtp_1      11           0.11
ha_1           7          0.028
inv_1         13          0.016
mux2_2        11          0.040
nand2_1       29          0.035
nand3_1       17          0.027
nor2_1        33          0.040
nor3_1         9          0.014
o21ai_0       16          0.026
xnor2_1       13          0.036
xor2_1         5          0.014
==> cells by family after synthesis <==
family | share of synthesized area
xor+xnor | 0.0503
compound gates | 0.152
buf+inv | 0.0411
fa+ha+maj | 0.0279
mux | 0.0427
simple gates | 0.196
flops | 0.490
==> layout by cell type (no fill, tap or decap), types with 6 or more instances in the layout <==
master	instances
dfrtp_1	45
ha_1	7
nand3_1	17
clkbuf_8	9
nand2_1	29
a21oi_1	10
nor2_1	33
o21ai_0	16
inv_1	13
nor3_1	9
edfxtp_1	11
mux2_2	11
and3_1	6
xnor2_1	13
==> layer usage <==
layer | global-route usage | wire (um) | vias to the layer above
met1 | 0.273 | 3070 | 1091
met2 | 0.232 | 2600 | 60
met3 | 0.0385 | 375 | 14
met4 | 0.0470 | 139 | 0
li1 | - | - | 1148
met5 | 0 | 0 | -
==> layout make-up <==
cell class	instances	share of cell area
inverter	13	0.0142
tap	99	0.0361
clock inverter	5	0.00875
multi-input combinational	228	0.429
clock buffer	11	0.0383
timing repair buffer	11	0.0270
sequential	59	0.447
==> metrics by stage <==
stage           util  hold WS [ps]  setup WS [ps]  power (uW)
5_1_grt        0.463           455            465        2020
4_1_cts        0.463           437            682        1930
6_report       0.463           404            648        1910
3_3_place_gp   0.442           417            739        1290
3_5_place_dp   0.442           420            688        1290
2_1_floorplan      -           284            929        1220
No activity file was given, so power comes from the tool's default toggle rates.
